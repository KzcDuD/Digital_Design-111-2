### flow/design.v
module Mul_4x3(
	input [2:0]A,
	input [3:0]B,
	output[6:0]C
	);
	wire[2:0]x;
	wire[3:0]y;
	wire[3:0]v;
	wire[3:0]z;
	and G1(C[0],A[0],B[0]);
	and G2(x[0],A[0],B[1]);
	and G3(x[1],A[0],B[2]);
	and G4(x[2],A[0],B[3]);
	and G5(y[0],A[1],B[0]);
	and G6(y[1],A[1],B[1]);
	and G7(y[2],A[1],B[2]);
	and G8(y[3],A[1],B[3]);
	and G9(z[0],A[2],B[0]);
	and G10(z[1],A[2],B[1]);
	and G11(z[2],A[2],B[2]);
	and G12(z[3],A[2],B[3]);
	ripple_carry_4_bit_adder Adder1(
			.S({v[2],v[1],v[0],C[1]}),
			.C4(v[3]),
			.A({y[3],y[2],y[1],y[0]}),
			.B({0,x[2],x[1],x[0]}),
			.C0(0)
			);
	ripple_carry_4_bit_adder Adder2(
		.S({C[5],C[4],C[3],C[2]}),
		.C4(C[6]),
		.A({z[3],z[2],z[1],z[0]}),
		.B({v[3],v[2],v[1],v[0]}),
		.C0(0)
		);
endmodule
module full_adder (S, C, x, y, z);
  output 	S, C;
  input	x, y, z;
  wire	S1, C1, C2;
  half_adder HA1 (S1, C1, x, y);
  half_adder HA2 (S, C2, S1, z);
  or G1 (C, C2, C1);
endmodule
module half_adder (S, C, x, y);
  output 	S, C;
  input	x, y;
  xor (S, x, y);
  and (C, x, y);
endmodule
module ripple_carry_4_bit_adder(S,C4,A,B,C0);
	output [0:3]S;
	output C4;
	input [3:0] A,B;
	input C0;
	wire C1,C2,C3;
	full_adder
		FA1(S[0],C1,A[0],B[0],C0),
		FA2(S[1],C2,A[1],B[1],C1),
		FA3(S[2],C3,A[2],B[2],C2),
		FA4(S[3],C4,A[3],B[3],C3);
endmodule
### flow/constraint.sdc
current_design Mul_4x3

set clk_period 2.4
set clk_io_pct 0.2

create_clock -name clk0 -period $clk_period

set non_clock_inputs [all_inputs -no_clocks]
set_input_delay [expr $clk_period * $clk_io_pct] -clock clk0 $non_clock_inputs
set_output_delay [expr $clk_period * $clk_io_pct] -clock clk0 [all_outputs]
### flow/run.sh
#!/bin/bash
# OpenROAD 26Q1-2900-gdf79404cd8, Yosys 0.63+post, stock flow scripts
make -C /OpenROAD-flow-scripts/flow DESIGN_CONFIG=/design/flow/config.mk WORK_HOME=/design/flow/orfs finish
### flow/config.mk
export PLATFORM = sky130hd
export DESIGN_NAME = Mul_4x3
export DESIGN_NICKNAME = Mul_4x3
export VERILOG_FILES = /design/flow/design.v
export SDC_FILE = /design/flow/constraint.sdc
export NUM_CORES = 4
export LEC_CHECK = 1
export CORE_AREA = 10 10 70 70
export DIE_AREA = 0 0 80 80
==> impl_metrics.csv <==
group,metric,value,unit
floorplanning,fp.coreArea,3420,µm²
setup_path,cp_common_cell,"sky130_fd_sc_hd__fa_2",
route,drc,0,
route,initialDrtViolationCount,0,
route,routed-via-count,236,
synthesis,synthAoiAreaFrac,0,%
min_path,hold_end,"C[1]",
sta,least_margin_pin_slew,0.144,ns
sta,finalCritPeriodShare,148,%
setup_path,required,1.92,ns
floorplanning,die_area,6400,µm²
job,maxCapViolations,0,
sta,slew_headroom,90.4,%
synthesis,postSynthAreaPerCell,8.02,µm²
route,routed_via_density,2.59,
cells_and_area,numSequentialCells,0,
synthesis,postSynthCellCount,34,
route,wirelength,657,µm
cells_and_area,share_of_final_layout_standard_cells_stronger_than_drive_strength_1,66.7,%
placed_design,placed_cells,90,
setup_path,critical-path-slowest-cell,"sky130_fd_sc_hd__fa_2",
synthesis,synthDominantCellAreaShare,36.7,%
setup_path,timing.critical_path.cells,"buf_8, and2_4, ha_4, inv_2, fa_2, fa_2, inv_2, ha_4, inv_2, fa_2, fa_2, inv_2, fa_2, buf_2",
sta,hold_viol_final,0,
setup_path,criticalPathCategory,"in -> out",
grt,grt_util_overall,2.23,%
cells_and_area,num-fill-cells,399,
outcome,violations,"negative setup slack",
synthesis,synthMuxAreaShare,0,%
min_path,timing.hold.worst_path_depth,4,
synthesis,synth.area.top_cells,"sky130_fd_sc_hd__fa_1, sky130_fd_sc_hd__buf_4, sky130_fd_sc_hd__and2_1",
power,p_per_area,177,nW/µm²
grt,first_global_vias,272,
grt,grt_overflow_total,0,
cells_and_area,multi_input_gate_area_in_the_final_layout,253,µm²
synthesis,simple_gate_share,22.0,%
outcome,outcome,"complete, but fails checks",
cells_and_area,area_growth_syn_to_layout,78.4,%
placed_design,post_dp_cell_area,465,µm²
floorplanning,core_util_floorplan,7.99,%
route,drt_first_pass_iters,1,
min_path,worstHoldStart,"A[1]",
sta,fmax,281,MHz
setup_path,critPathMaxFanout,2,
min_path,hold_path_class,"in -> out",
route,n_antenna_cell,0,
synthesis,ys_types,6,
placed_design,preCtsSetupSlack,-1.97,ns
sta,finalWorstSetupSlack,-1.15,ns
floorplanning,floorplan.die.height,80,µm
power,total_chip_power,86.2,µW
synthesis,xor_area_share,0,%
grt,grt_antenna_before_repair,0,
sta,timing.final.crit_period,3.55,ns
route,route.antenna.remaining_nets,0,
setup_path,endpoint_kind,"output port",
floorplanning,core.rowCount,21,
cells_and_area,final_common_cell,"sky130_fd_sc_hd__inv_2",
setup_path,critPathArrivalTime,3.07,ns
grt,grt_first_pass_wirelength,1240,µm
cells_and_area,layoutNonFillerInstCount,91,
placed_design,number_of_input_and_output_port_buffers_inserted,14,
synthesis,synth-area-yosys,273,µm²
sta,finalHoldWorstSlack,1.40,ns
setup_path,setup.worst_path.start_class,"primary input",
synthesis,synth-cells-yosys,34,
setup_path,cp_num_cells,14,
sta,unrepaired_setup_endpoints_after_global_routing,"true",
setup_path,cp.buffers_inverters,6,
route,wire_per_inst,7.22,µm
floorplanning,die_width,80,µm
power,power.leakage,0.000205,µW
cells_and_area,lay_top_cells,"sky130_fd_sc_hd__inv_2, sky130_fd_sc_hd__nand2_1, sky130_fd_sc_hd__fa_2, sky130_fd_sc_hd__buf_2",
sta,final-max-slew-violation-count,0,
setup_path,top_cell_family_by_delay_on_the_critical_path,"adder cells",
synthesis,adder_share,50.5,%
floorplanning,boundaryPins,14,
synthesis,mappedNetlistArea,273,µm²
synthesis,synth_top_cell_by_area,"sky130_fd_sc_hd__fa_1",
synthesis,sequential_element_share_of_the_synthesized_area,0,%
setup_path,worst_path_largest_cell_delay,0.42,ns
cells_and_area,register_area,0,µm²
synthesis,yosysWarnings,3,
placed_design,place.gp.congestion,0.679,
cells_and_area,final_area,487,µm²
synthesis,top_logic_kind,"adder cells",
sta,setup-violations-final,5,
cells_and_area,nClkBuffers,0,
grt,grt_start_max_net_pins,5,
placed_design,hpwl_detailed,627,µm
power,irDropWorstVdd,0.0560,mV
job,tool_warnings,35,
worst max-delay path by stage:
stage,from,to,slack [ns]
CTS,A[1],C[2],-1.31
global route,A[0],C[2],-1.25
finish,A[0],C[2],-1.15
final cells by class:
type / count / area share, %
Inverter: 8 / 6.17
Multi-Input combinational cell: 20 / 51.9
Tap cell: 46 / 11.8
Timing Repair Buffer: 17 / 30.1
cells in the mapped netlist:
library cell              n
sky130_fd_sc_hd__nand2_1  6
sky130_fd_sc_hd__buf_4    6
sky130_fd_sc_hd__and2_1   6
sky130_fd_sc_hd__fa_1     5
sky130_fd_sc_hd__ha_1     3
sky130_fd_sc_hd__inv_1    8
cells by family after synthesis:
family	count (synthesis)
adders and majority gates	8
and+or+nand+nor	12
buffers and inverters	14
power by group:
group | switching [µW] | internal [µW]
combinational | 33.8 | 52.4
clock | 0 | 0
sequential | 0 | 0
tightest hold or removal path: cells and delay by family:
kind,cells,cell delay [ns]
adders and majority gates,1,0.13
and+or+nand+nor,1,0.16
buffers and inverters,2,0.16
metal layers:
| layer | track usage [%] | share of wire [%] | vias to the layer above |
|---|---|---|---|
| met2 | 3.69 | 46 | 9 |
| met5 | 0 | 0 | - |
| met4 | 0 | 0 | 0 |
| met1 | 3.07 | 48 | 113 |
| met3 | 0.455 | 5.3 | 0 |
| li1 | - | - | 114 |
timing repair:
action	4_1_cts	5_1_grt
hold endpoints to repair	0	0
pin swaps	9	6
setup buffers	1	0
gates resized	51	1
hold buffers	0	0
endpoints found under the setup margin	6	6
stage by stage:
stage	utilization [%]	TNS, ns
final	14.2	-3.63
after CTS	14.2	-4.17
after detailed placement	13.6	-8.69
after global routing	14.2	-4.06
after global placement	13.6	-8.73
after floorplan	-	-3.07
Power is estimated from default activity; no workload was simulated.
