### /design/flow/config.mk
export PLATFORM = sky130hd
export DESIGN_NAME = addsub
export DESIGN_NICKNAME = addsub
export VERILOG_FILES = /design/flow/design.v
export SDC_FILE = /design/flow/constraint.sdc
export NUM_CORES = 4
export LEC_CHECK = 1
export CORE_AREA = 10 10 70 70
export DIE_AREA = 0 0 80 80
### /design/flow/constraint.sdc
current_design addsub

set clk_period 4.4
set clk_io_pct 0.2

create_clock -name clk0 -period $clk_period

set non_clock_inputs [all_inputs -no_clocks]
set_input_delay [expr $clk_period * $clk_io_pct] -clock clk0 $non_clock_inputs
set_output_delay [expr $clk_period * $clk_io_pct] -clock clk0 [all_outputs]
### /design/flow/design.v
module full_adder (S, C, x, y, z);
  output 	S, C;
  input	x, y, z;
  wire	S1, C1, C2;
  half_adder HA1 (S1, C1, x, y);
  half_adder HA2 (S, C2, S1, z);
  or G1 (C, C2, C1);
endmodule
module half_adder (S, C, x, y);
  output 	S, C;
  input	x, y;
  xor (S, x, y);
  and (C, x, y);
endmodule
module addsub(
	input [3:0] A,B,
	input M,
	output [3:0] S,
	output C,V
);
	wire w1,w2,w3,w4,c0,c1,c2,c3,c4;
	or(c0,M);
	xor x1(w1,B[0],M);
	xor x2(w2,B[1],M);
	xor x3(w3,B[2],M);
	xor x4(w4,B[3],M);
	full_adder
		FA1(S[0],c1,A[0],w1,c0),
		FA2(S[1],c2,A[1],w2,c1),
		FA3(S[2],c3,A[2],w3,c2),
		FA4(S[3],c4,A[3],w4,c3);
	or CC(C,c4);
	xor VV(V,c3,c4);
endmodule
### /design/flow/run.sh
#!/bin/bash
# OpenROAD 26Q1-2900-gdf79404cd8, Yosys 0.63+post, stock flow scripts
make -C /OpenROAD-flow-scripts/flow DESIGN_CONFIG=/design/flow/config.mk WORK_HOME=/design/flow/orfs finish
==> results.txt <==
State of the implementation.

- The area added between synthesis and finish is 113.8%, for reference.
- Warnings raised by the tools during the run amount to 32.
- At the placement stage, the worst setup path has a slack of 0.1492 ns.
- The total global-route track usage is 1.483%, for reference.
- Once detail routing completed, the nets flagged for antenna violations numbered 0.
- In the Yosys report, the sequential cells make up 0% of the chip area.
- The data required time of the critical path is 3.52 ns, for reference.
- After detailed routing, the number of remaining DRC violations is 0.
- The wire length recorded after detailed routing is 529 um.
- The average cell area after synthesis is around 9 sq um, for reference.
- Endpoints failing hold in the final report were tallied at 0.
- The die is 80 um wide.
- In the post-route analysis, the smallest setup slack over all paths is 0.1611 ns.
- Setup repair after global routing left no endpoint under its margin.
- The number of different library cells used by synthesis comes to 6.
- The final timing report counts setup violations totalling 0.
- The number of pins with negative max-slew slack in the final report is 0, for reference.
- Synthesis produced 18 cells.
- The sort of element at the end of the critical path is an output port, for reference.
- The number of antenna violations at the first check in global routing is 0.
- In this run the full chip footprint comes out at ~6400 sq um.
- Per the run summary, max-cap violations total 0.
- After the flow finishes, the layout carries non-filler instances totaling 76.
- Entering global routing, the biggest net connects 4 pins.
- For this run, the detailed router reports a per-instance via density of 1.829.
- Summing every instance area after synthesis gives 162.7 sq um.
- Per the Yosys statistics, synthesis produced 18 cells.
- The transition time recorded at the tightest slew-check pin is ~0.20 ns.
- The register area is 0 sq um, for reference.
- The post-cts repair resize count is 0, for reference.
- Looking at the setup timing report, the critical path kind is primary input to output port.
- The signal arrival time at the worst endpoint is 3.36 ns, for reference.
- The most critical hold endpoint after final layout shows a slack of around 2.7 ns.
- After routing, the total negative slack on setup checks comes to 0 ns.
- The cell count after placement is 76, for reference.
- The layout summary lists the proportion of cells stronger than drive strength 1 as 3.333%.
- The first routing iteration left 0 violations.
- In this run the VDD rail shows a maximum IR drop of approximately 46 uV.
- The flow ran to the end, and the final reports show no timing, DRC or antenna violations.
- The top cell type in the final layout, fill and taps aside, is sky130_fd_sc_hd__clkdlybuf4s50_1.
- The post-CTS hold buffer count recorded in the log is 0.
- The overall via count from detail_route is 139, for reference.
- The fraction of the cycle the final worst path needs is 96.34%, for reference.
- The worst setup path is launched from a primary input.
- The placer's final routability congestion estimate is approximately 0.65, for reference.
- Static timing analysis puts the maximum clock frequency at 235.9 MHz.
- There are 0 flip-flops and latches.
- Leaving out fill and tap cells, the most frequent cells in the layout are 15 x sky130_fd_sc_hd__clkdlybuf4s50_1, 5 x sky130_fd_sc_hd__inv_1, 3 x sky130_fd_sc_hd__xnor2_1, 3 x sky130_fd_sc_hd__fa_1, 2 x sky130_fd_sc_hd__xor2_1.
- The number of antenna diodes is 0, for reference.
- The wire length per cell after detailed routing is 6.961 um, for reference.
- The share of the core area taken by cells at floorplan is under 10%.
- Buffers placed on the I/O ports in this run total 15.
- The largest fanout of any net on the critical path is 3, for reference.
- The number of clock buffer instances in the layout is 0, for reference.
- Row generation in the floorplan step produced 21 rows.
- The core area is ~3400 sq um, for reference.
- The final period demand of the worst path is 4.239 ns, for reference.
- The number of post-CTS setup repair buffers is 0, for reference.
- The total leakage power is 0.1327 nW, for reference.
- In this run the power density over the cells is between 100 and 150 nW/um^2.
- The relative slew slack is 86.44%, for reference.
- The vertical die size is 80 um, for reference.
- The via count of the first global-routing pass is between 100 and 150, for reference.
- The chip area line in the Yosys stat output reads roughly 160 sq um.
- The I/O pin total is 15, for reference.
- The filler cells instantiated in the layout total between 400 and 500.
- The Yosys warning count is 0, for reference.
- The iteration count recorded for the first detailed-route pass is 1.
- The first global-routing pass estimated 724 um of wire.
- The overflow left after global routing is 0, for reference.
- The type recorded for the worst min-delay path is primary input to output port.
## final timing paths
kind | cells after the start | from | slack [ns] | endpoint
max | 7 | M | 0.16 | S[3]
min | 3 | A[0] | 2.72 | S[0]
## cells by family (layout without fill, tap and decap cells)
logic type  after synthesis  in the layout  share of synthesized area, %
mux                       1              1                         6.154
xor+xnor                  5              5                         26.93
fa+ha+maj                 3              3                         36.92
buf+inv                   9             21                         30.00
## Yosys cell counts, drive strengths merged
library cell	n	area share (%)
xnor2	3	16
inv	5	12
mux2i	1	6.2
xor2	2	11
fa	3	37
buf	4	18
## per-layer routing
layer | global-route usage [%] | part of all wire [%]
met1 | 2.865 | 65
met2 | 1.204 | 20
met3 | 0.6818 | 15
met4 | 0 | 0
met5 | 0 | 0
## worst max-delay path, stage by stage
cell and delay, ns:
sky130_fd_sc_hd__clkdlybuf4s50_1 0.56, sky130_fd_sc_hd__xnor2_1 0.12, sky130_fd_sc_hd__fa_1 0.43, sky130_fd_sc_hd__fa_1 0.41, sky130_fd_sc_hd__inv_1 0.09, sky130_fd_sc_hd__fa_1 0.40
sky130_fd_sc_hd__clkdlybuf4s50_1 0.46
## power by group
group          switching, mW  internal, mW  total, mW
logic                 0.0160        0.0357     0.0517
clock network              0             0          0
registers                  0             0          0
total                 0.0160        0.0357     0.0517
## layout make-up
class,instances,area (sq um),area share (%)
Multi-Input combinational cell,9,113.9,32.73
Timing Repair Buffer,16,157.7,45.32
Tap cell,46,57.56,16.55
Inverter,5,18.77,5.396
## per-stage QoR
step	util [%]	instance area, sq um	power, mW
final	10.18	347.8	0.05173
after global routing	10.18	347.8	0.05678
after CTS	10.18	347.8	0.05291
after detailed placement	10.18	347.8	0.05266
after global placement	10.18	347.8	0.05206
after floorplan	-	162.7	0.02407
No activity file was given, so power comes from the tool's default toggle rates.
